==> design/flow/design.v <==
module motor_controller (input clk, input dir, input on, input [15:0] period, input [15:0] duty_cycle, output [3:0] out);
  reg [16-1:0] duty_counter = 0;
  reg dir_reg;
  always @(posedge clk)
  begin
    if (duty_counter == period)
      duty_counter <= 0;
    else
      duty_counter <= duty_counter + 1;
    dir_reg <= (on && duty_counter < duty_cycle) ? ~dir : dir;
  end
  motor_internal mi(clk, dir_reg, on, out);
endmodule
module motor_internal (input clk, input dir, input on, output reg [3:0] out);
  reg [3:0] out_reg;
  reg [9:0] dead_time_counter = 75;
  reg [1:0] prev_in = 2'b00;
  always @(posedge clk)
  begin
    if ({dir, on} != prev_in)
      dead_time_counter <= 10'd0;
    if (dead_time_counter != 75)
      dead_time_counter <= dead_time_counter + 10'd1;
    casex ({dir, on})
      2'b00: out_reg <= 4'b0000;
      2'b10: out_reg <= 4'b1010;
      2'b11: out_reg <= 4'b1001;
      2'b01: out_reg <= 4'b0110;
    endcase
    prev_in <= {dir, on};
    out <= (dead_time_counter != 75) ? 4'd0 : out_reg;
  end
endmodule
module slave_controller(input clk, input reset, input chipselect, input write, input [3:0]addr, input [31:0] writedata, output [23:0] GPIO_out);
  reg [11:0] in = 12'd0;
  reg [6*16-1:0] duty_cycle = 0;
  reg [15:0] period = 16'd0;
  always @(posedge clk)
    if (chipselect & write)
    casex (addr)
      4'b0000:
        in[1:0] <= writedata[1:0];
      4'b0001:
        in[3:2] <= writedata[1:0];
      4'b0010:
        in[5:4] <= writedata[1:0];
      4'b0011:
        in[7:6] <= writedata[1:0];
      4'b0100:
        in[9:8] <= writedata[1:0];
      4'b0101:
        in[11:10] <= writedata[1:0];
      4'b1000:
        duty_cycle[16-1:0] <= writedata[16-1:0];
      4'b1001:
        duty_cycle[2*16-1:16] <= writedata[16-1:0];
      4'b1010:
        duty_cycle[3*16-1:2*16] <= writedata[16-1:0];
      4'b1011:
        duty_cycle[4*16-1:3*16] <= writedata[16-1:0];
      4'b1100:
        duty_cycle[5*16-1:4*16] <= writedata[16:0];
      4'b1101:
        duty_cycle[6*16-1:5*16] <= writedata[16:0];
      4'b1110:
        period <= writedata[15:0];
      default:
        ;  
    endcase
  generate
  genvar i;
    for (i=0; i<6; i=i+1)
      begin : motor_control_loop
        motor_controller mc(clk, in[i*2 + 1], in[i*2], period, duty_cycle[(i+1)*16-1:i*16], GPIO_out[i*4+3:i*4]);
      end
  endgenerate
endmodule
==> design/flow/run.sh <==
#!/bin/bash
# OpenROAD 26Q1-2900-gdf79404cd8, Yosys 0.63+post, stock flow scripts
make -C /OpenROAD-flow-scripts/flow DESIGN_CONFIG=/design/flow/config.mk WORK_HOME=/design/flow/orfs finish
==> design/flow/config.mk <==
export PLATFORM = sky130hd
export DESIGN_NAME = slave_controller
export DESIGN_NICKNAME = slave_controller
export VERILOG_FILES = /design/flow/design.v
export SDC_FILE = /design/flow/constraint.sdc
export NUM_CORES = 4
export LEC_CHECK = 1
export CORE_UTILIZATION = 50
==> design/flow/constraint.sdc <==
current_design slave_controller

set clk_period 4.0
set clk_io_pct 0.2

create_clock -name clk0 -period $clk_period [get_ports {clk}]

set non_clock_inputs [all_inputs -no_clocks]
set_input_delay [expr $clk_period * $clk_io_pct] -clock clk0 $non_clock_inputs
set_output_delay [expr $clk_period * $clk_io_pct] -clock clk0 [all_outputs]
==> results_slide.txt <==
Key Metrics from the Run

Outcome
  • Status: complete, no violations

Global route
  • Met3 GRT Util: under 10%
  • GRT Total Usage: 21.4%
  • Met1 Usage GRT: 33.7%
  • First-pass GRT wire length: 50700 um
  • Met2 Track Usage GR: a little under a third
  • Total gr overflow: 0
  • Initial antenna violation count: 0
  • Most crowded layer after global routing: met1
  • Vias in the first global route: between 9k and 10k
  • Largest net degree at the start of global routing: 17

Clock network
  • TritonCTS clock tree: yes
  • Resize count post-CTS: 0
  • # clock sinks: around 350
  • Clock buffer depth: 3
  • H-tree level count: 2
  • CTS root buffer: clkbuf_16
  • Cts bufs inserted: 39
  • Clock-pin slew on the worst setup and hold paths: 0.06 ns
  • Late-Pin Clk Latency: between 0.5 and 0.6 ns
  • Post CTS Setup Buffer Count: 0
  • Hold buffers post-CTS: 0

Floorplan
  • Initial Util: just over 50%
  • Total core area: 31600 um^2
  • Io pins: between 60 and 70
  • Die Wd: 181 um
  • FP Rows: 65
  • Die Y: around 180 um
  • DIE AREA: 32900 um^2

Worst setup path
  • Required @ worst endpoint: between 4 and 5 ns
  • Critical path launch point type: flip-flop
  • Setup crit end kind: flip-flop
  • Worst setup path class: reg2reg
  • Crit path largest cell delay: approximately 0.54 ns
  • Max stage delay cell, worst path: or4b_1
  • CP Data Arrival Time: about 2.8 ns
  • Crit-path cells: or4b_1 -> nor4b_1 -> nor2b_1 -> nand3_1
  • CP max FO: 10

Detailed routing
  • Detailed-router iteration count before antenna repair: 5
  • Diodes inserted: 0
  • Wire per inst: roughly 17 um
  • Number of remaining DRC errors: 0
  • Final WL: between 30000 and 40000 um
  • Post-route ant nets: 0
  • DRT iter0 DRCs: between 500 and 600
  • Via count: between 9k and 10k
  • Post-DR vias/cell: a little over 5

Final timing
  • Setup violations, final: 0
  • Endpoints failing hold: 0
  • Setup_tns: 0 ns
  • Fmax: between 300 and 400 MHz
  • Worst-margin pin slew: around 0.86 ns
  • Final count of pins violating max slew: 0
  • Final worst-path cycle share: slightly below 70%
  • Worst clock skew: between 0.01 and 0.015 ns
  • Slew margin rel.: between 40% and 50%
  • RSZ-0062 raised after global routing: no
  • Final Critical Period: around 2.7 ns

Placed design
  • Port Buffers: around 46
  • Post-DP HPWL: between 20000 and 25000 um
  • GP Congestion: between 0.8 and 0.9
  • Cell count after placement: approximately 1.8k

Run
  • Tool warnings: approximately 64
  • Max-cap viol count: 0

Power
  • PD cells: ~420 nW/um^2
  • Max VDD drop: a little under 0.5 mV
  • Leakage: approximately 0.0072 uW

Final layout
  • Filler cells: about 2.6k
  • Synthesis-to-layout area growth: 13.8%
  • Fin cells: 1917
  • Final core occ: around 58%
  • Biggest regs: duty_cycle (96), motor_control_loop.mc.duty_counter (96), motor_control_loop.mc.mi.dead_time_counter (60)
  • Share of cells above drive strength 1: 5.08%

Synthesis
  • Syn Area/Cell: around 11 um^2
  • Syn Std Cell Area: about 16000 um^2
  • Yosys cell types: 37
  • Synthesis area per yosys: 16100 um^2
  • Ys cells: 1423
  • Post-synth seq share: a little over half
  • Synthesized instance count: about 1.4k
  • Yosys warns: 3
  • Synthesized registers: approximately 350

Min path
  • Hold Crit Class: reg2reg
==> logic make-up after synthesis <==
logic type	synth area share (%)
xor+xnor	12.6
simple gates	15.3
flops	54.4
fa+ha+maj	10.1
buf+inv	3.51
compound gates	4.06
==> layer usage <==
metal	routed length, um	vias to the layer above
li1	-	5054
met1	14800	4478
met2	13600	269
met3	2900	49
met4	671	2
met5	31	-
==> cell type report <==
type / count / area [um^2] / share of cell area, %
sequential: 346 / 8770 / 47.9
multi-input combinational: 935 / 6780 / 37.0
clock buffer: 55 / 1140 / 6.23
timing repair buffer: 56 / 536 / 2.92
tap: 402 / 503 / 2.75
inverter: 108 / 405 / 2.21
clock inverter: 15 / 185 / 1.01
==> where the power goes <==
part	internal (uW)	switching, uW
clock network	2250	1380
logic	101	111
registers	3780	70.5
==> per-stage QoR <==
step | hold WS, ns | area, um^2 | worst slack (ns) | power, uW
finish | 0.418 | 18300 | 1.28 | 7700
global route | 0.434 | 18300 | 1.05 | 7950
CTS | 0.421 | 18300 | 1.26 | 7780
detailed placement | 0.410 | 17000 | 1.29 | 4130
global placement | 0.408 | 17000 | 1.31 | 4130
floorplan | 0.393 | 16100 | 1.42 | 4030
==> path summary, 6_finish.rpt <==
kind                                             from                                             end  slack [ns]  cells after the start
max                                         flip-flop                                       flip-flop        1.28                      4
min          motor_control_loop[0].mc.dir_reg$_DFF_P_  motor_control_loop[0].mc.mi.prev_in[1]$_DFF_P_        0.42                      0
max reg2reg                                 flip-flop                                       flip-flop        1.28                      4
min reg2reg  motor_control_loop[0].mc.dir_reg$_DFF_P_  motor_control_loop[0].mc.mi.prev_in[1]$_DFF_P_        0.42                      0
==> synth_stat cells (all sizes together) <==
library cell  instances  area share, %
clkbuf                9           0.22
a21oi                33            1.0
and2                 28            1.1
xor2                 55            3.0
a2111oi              12           0.65
dfxtp               162             20
and4                  7           0.38
a21o                  6           0.28
nor4b                 1          0.054
nand4b                1          0.054
nand2b               26            1.0
o211ai                6           0.28
nor3                 17           0.53
nand4                49            1.9
ha                  130             10
o21a                 12           0.56
nor2b                19           0.74
nor2                140            3.3
inv                 108            2.5
nand4bb               1          0.070
and2b                 1          0.054
a21boi                6           0.28
nand3                81            2.5
buf                  25           0.78
o21ai                21           0.65
or4b                  1          0.062
nand2                49            1.1
or3                  11           0.43
xnor2               176            9.6
nor4                 14           0.98
o2111ai               6           0.33
and3                 26            1.0
edfxtp              184             34
==> worst max-delay path: cells and delay by family, from the launching register on <==
family | cells | cell delay, ns
and+or+nand+nor | 4 | 1.91
DFF | 1 | 0.40
==> layout by cell type, fill, tap and decap left out, drive strengths merged, types with 14 or more instances in the layout <==
cell type	netlist	final
nor2b	19	19
edfxtp	184	184
nand3	81	81
a21oi	33	33
xnor2	176	176
clkbuf	9	55
nand2b	26	26
nor2	140	140
nor3	17	17
xor2	55	55
nor4	14	14
and2	28	28
clkdlybuf4s50	0	46
dfxtp	162	162
nand2	49	49
nand4	49	49
o21ai	21	21
ha	130	130
inv	108	110
and3	26	26
No activity file was given, so power comes from the tool's default toggle rates.
