==> design/flow/design.v <==
module ADC_CTRL   (   
               iRST,
               iCLK,
               iCLK_n,
               iGO,
               oDIN,
               oCS_n,
               oSCLK,
               iDOUT,
               oADC_12_bit_channel_0,
               oADC_12_bit_channel_1,
               oADC_12_bit_channel_2,
               oADC_12_bit_channel_3,
               oADC_12_bit_channel_4,
               oADC_12_bit_channel_5,
               oADC_12_bit_channel_6,
               oADC_12_bit_channel_7
            );
input            iRST;
input            iCLK;
input            iCLK_n;
input          iGO;
output            oDIN;
output            oCS_n;
output            oSCLK;
input            iDOUT;
output  reg [11:0]    oADC_12_bit_channel_0;
output  reg [11:0]    oADC_12_bit_channel_1;
output  reg [11:0]    oADC_12_bit_channel_2;
output  reg [11:0]    oADC_12_bit_channel_3;
output  reg [11:0]    oADC_12_bit_channel_4;
output  reg [11:0]    oADC_12_bit_channel_5;
output  reg [11:0]    oADC_12_bit_channel_6;
output  reg [11:0]    oADC_12_bit_channel_7;
reg     [2:0]    channel;
reg               data;
reg               go_en;
reg               sclk;
reg      [3:0]      cont;
reg      [3:0]      m_cont;
reg      [11:0]   adc_data;
reg      [31:0]   adc_counter;
assign   oCS_n      =   ~go_en;
assign   oSCLK      =   (go_en)? iCLK:1;
assign   oDIN      =   data;
always@( iCLK ) 
begin
   if(iRST)
      go_en   <=   0;
   else
   begin
      if(iGO)
         go_en   <=   1;
   end
end
always@(posedge iCLK or negedge go_en)
begin
   if(!go_en)
      cont   <=   0;
   else
   begin
      if(iCLK)
         cont   <=   cont + 1;
   end
end
always@(posedge iCLK_n)
begin
   if(iCLK_n)
      m_cont   <=   cont;
end
always@(posedge iCLK_n or negedge go_en)
begin
   if(!go_en)
      data   <=   0;
   else
   begin
      if(iCLK_n)
      begin
         if (cont == 2)
            data   <=   channel[2];
         else if (cont == 3)
            data   <=   channel[1];
         else if (cont == 4)
            data   <=   channel[0];
         else
            data   <=   0;
      end
   end
end
always@(posedge iCLK or negedge go_en)
begin
   if(!go_en)
   begin
      adc_data   <=   0;
   end
   else
   if(iCLK)
      begin
         if (m_cont == 4)
            adc_data[11]   <=   iDOUT;
         else if (m_cont == 5)
            adc_data[10]   <=   iDOUT;
         else if (m_cont == 6)
            adc_data[9]      <=   iDOUT;
         else if (m_cont == 7)
            adc_data[8]      <=   iDOUT;
         else if (m_cont == 8)
            adc_data[7]      <=   iDOUT;
         else if (m_cont == 9)
            adc_data[6]      <=   iDOUT;
         else if (m_cont == 10)
            adc_data[5]      <=   iDOUT;
         else if (m_cont == 11)
            adc_data[4]      <=   iDOUT;
         else if (m_cont == 12)
            adc_data[3]      <=   iDOUT;
         else if (m_cont == 13)
            adc_data[2]      <=   iDOUT;
         else if (m_cont == 14)
            adc_data[1]      <=   iDOUT;
         else if (m_cont == 15)
            adc_data[0]      <=   iDOUT;
         else if (m_cont == 1)
            begin                  
               if ( adc_counter < 32'd20 )
               begin
                  adc_counter <= adc_counter + 1'b1;
               end
               else
               begin         
                  if (channel == 3'd0)
                     oADC_12_bit_channel_0 <= adc_data;
                  else if (channel == 3'd1)
                     oADC_12_bit_channel_1 <= adc_data;
                  else if (channel == 3'd2)
                     oADC_12_bit_channel_2 <= adc_data;
                  else if (channel == 3'd3)
                     oADC_12_bit_channel_3 <= adc_data;
                  else if (channel == 3'd4)
                     oADC_12_bit_channel_4 <= adc_data;
                  else if (channel == 3'd5)
                     oADC_12_bit_channel_5 <= adc_data;
                  else if (channel == 3'd6)
                     oADC_12_bit_channel_6 <= adc_data;
                  else if (channel == 3'd7)
                     oADC_12_bit_channel_7 <= adc_data;
                  adc_counter <= 32'd0;
                  channel <= channel + 1'b1;
               end
            end
      end
end
endmodule
module imu(
   input reset_n,
   input spi_clk,
   input sys_clk,
   inout sda,
   output scl,
   output [8*32-1:0] adc_channels,
   input                                  ADC_SDAT,
   output                                 ADC_CS_N,
   output                                 ADC_SADDR,
   output                                 ADC_SCLK
);
wire  [11:0]  ADC_12_bit_channel_0;
wire  [11:0]  ADC_12_bit_channel_1;
wire  [11:0]  ADC_12_bit_channel_2;
wire  [11:0]  ADC_12_bit_channel_3;
wire  [11:0]  ADC_12_bit_channel_4;
wire  [11:0]  ADC_12_bit_channel_5;
wire  [11:0]  ADC_12_bit_channel_6;
wire  [11:0]  ADC_12_bit_channel_7;
ADC_CTRL adc_controller_8_channels (
   .iRST(!reset_n),
   .iCLK(spi_clk),
   .iCLK_n(!spi_clk),
   .iGO(1'b1),
   .oDIN(ADC_SADDR),
   .oCS_n(ADC_CS_N),
   .oSCLK(ADC_SCLK),
   .iDOUT(ADC_SDAT),
   .oADC_12_bit_channel_0(ADC_12_bit_channel_0),
   .oADC_12_bit_channel_1(ADC_12_bit_channel_1),
   .oADC_12_bit_channel_2(ADC_12_bit_channel_2),
   .oADC_12_bit_channel_3(ADC_12_bit_channel_3),
   .oADC_12_bit_channel_4(ADC_12_bit_channel_4),
   .oADC_12_bit_channel_5(ADC_12_bit_channel_5),
   .oADC_12_bit_channel_6(ADC_12_bit_channel_6),
   .oADC_12_bit_channel_7(ADC_12_bit_channel_7)
);
assign adc_channels[1*32-1:0*32] = {20'd0, ADC_12_bit_channel_0};
assign adc_channels[2*32-1:1*32] = {20'd0, ADC_12_bit_channel_1};
assign adc_channels[3*32-1:2*32] = {20'd0, ADC_12_bit_channel_2};
assign adc_channels[4*32-1:3*32] = {20'd0, ADC_12_bit_channel_3};
assign adc_channels[5*32-1:4*32] = {20'd0, ADC_12_bit_channel_4};
assign adc_channels[6*32-1:5*32] = {20'd0, ADC_12_bit_channel_5};
assign adc_channels[7*32-1:6*32] = {20'd0, ADC_12_bit_channel_6};
assign adc_channels[8*32-1:7*32] = {20'd0, ADC_12_bit_channel_7};
endmodule
module imu_controller(
  input chipselect, 
  input [3:0]addr, 
  input read, 
  output reg [31:0] readdata, 
  input spi_clk, 
  input spi_reset,
  input sys_clk, 
  input ADC_SDAT, 
  output ADC_CS_N, 
  output ADC_SADDR, 
  output ADC_SCLK
);
  wire [8*32-1:0] adc_channels;
  imu imu(
    .reset_n(1'b1),
    .spi_clk(spi_clk),
    .sys_clk(sys_clk),
    .sda(),
    .scl(),
    .adc_channels(adc_channels),
    .ADC_SDAT(ADC_SDAT),
    .ADC_CS_N(ADC_CS_N),
    .ADC_SADDR(ADC_SADDR),
    .ADC_SCLK(ADC_SCLK)
);
  always @(posedge sys_clk)
    if (chipselect & read)
    casex (addr)
      4'b0000:
        readdata <= adc_channels[1*32-1:0*32];
      4'b0001:
        readdata <= adc_channels[2*32-1:1*32];
      4'b0010:
        readdata <= adc_channels[3*32-1:2*32];
      4'b0011:
        readdata <= adc_channels[4*32-1:3*32];
      4'b0100:
        readdata <= adc_channels[5*32-1:4*32];
      4'b0101:
        readdata <= adc_channels[6*32-1:5*32];
      4'b0110:
        readdata <= adc_channels[7*32-1:6*32];
      4'b0111:
        readdata <= adc_channels[8*32-1:7*32];
      default:
        readdata <= 32'd0;
    endcase
endmodule
==> design/flow/run.sh <==
#!/bin/bash
# OpenROAD 26Q1-2900-gdf79404cd8, Yosys 0.63+post, stock flow scripts
make -C /OpenROAD-flow-scripts/flow DESIGN_CONFIG=/design/flow/config.mk WORK_HOME=/design/flow/orfs finish
==> design/flow/config.mk <==
export PLATFORM = sky130hd
export DESIGN_NAME = imu_controller
export DESIGN_NICKNAME = imu_controller
export VERILOG_FILES = /design/flow/design.v
export SDC_FILE = /design/flow/constraint.sdc
export NUM_CORES = 4
export LEC_CHECK = 1
export CORE_UTILIZATION = 40
==> design/flow/constraint.sdc <==
current_design imu_controller

set clk_period 10.3
set clk_io_pct 0.2

create_clock -name clk0 -period $clk_period [get_ports {spi_clk}]
create_clock -name clk1 -period $clk_period [get_ports {sys_clk}]

set non_clock_inputs [all_inputs -no_clocks]
set_input_delay [expr $clk_period * $clk_io_pct] -clock clk0 $non_clock_inputs
set_output_delay [expr $clk_period * $clk_io_pct] -clock clk0 [all_outputs]
==> qor.txt <==
Metal2 WL: 5060 um
Slew margin rel.: 43.6%
Avg Inst Size Synth: 16.7 um^2
Hold buffers post-CTS: 0
Yosys Chip Area: 6400 um^2
Crit path depth: 1
Fp util: 41.5%
Finished Layout Cells: 689
Startpoint types: flip-flop
# IOs: 45
Initial antenna violation count: 0
Post-route ant nets: 0
DRC Markers: 0
Crit. Startpoint: imu.adc_controller_8_channels.data
Iteration-0 DRC Markers: 230
Yosys Instances: 384
Power Total: 1480 uW
Drt pass-1 iters: 4
CP endpoint: ADC_SADDR
Min-Delay Path Class: flip-flop to flip-flop
Metal-1 WL: 4350 um
Leakage: 0.00269 uW
Filler cell count: 1257
DP Worst Slack: 2360 ps
Die Y: 128 um
FF-to-FF setup slack: 2910 ps
Ys async rst share: 0%
Gr usage total: 15.4%
Flops after synth: 164
Max Cap Violations: 0
Core area: 15400 um^2
Largest net degree at the start of global routing: 34
CP max stage delay: 450 ps
Via density: 4.90
Worst slew pin tran: 843 ps
Worst reg2reg path depth: 7
Outcome: completed
Mapped cell area: 6400 um^2
Placed cell count: 646
Wire length on met3: 1270 um
Fin Setup TNS: 0 ps
Clk pin slew, worst setup/hold paths: 60 ps
RSZ-0062 raised after global routing: false
Signal arrival time at the worst endpoint: 6480 ps
Area Growth Syn to Fin: 20.6%
Fraction of layout instances using a drive strength above 1: 13.6%
IO Port Bufs: 21
Vias in the first global route: 3441
Vias: 3375
Worst Setup End Kind: output pin
Post-synthesis cell type count: 44
First-pass GRT wire length: 17400 um
Hold Vio Cnt, Final: 0
Antenna cells: 0
CTS resizes: 0
Uppermost layer routed: met4
Final setup vio count: 0
Setup CP Type: flip-flop to output pin
Synth warnings: 2
VDD IR max: 110 uV
Most frequent logic cell in the layout: edfxtp_1
Die area: 16500 um^2
Buf/Inv on CP: 1
Post-synthesis cell count: 384
Hold_sp: imu.adc_controller_8_channels.cont[0]
Register area share after synthesis: 75.6%
Grt ovf: 0
Gpl congestion: 0.805
Max-slew violations: 0
CP cell instances: clkdlybuf4s50_1
R2R Path Start: imu.adc_controller_8_channels.m_cont[2]
DRT Wirelength: 10900 um
TritonCTS clock tree: built
CP top delay family: buffers and inverters
Most used flip-flop cell: edfxtp_1
DR WL/cell: 15.8 um
Slowest CP cell: clkdlybuf4s50_1
Worst Path Required: 8240 ps
Final setup skew: 51.2 ps
Tool warnings: 39
Post-CTS Setup Inserts: 0
Die W: 128 um
Number of enable flip-flop cells: 155
Crit-path max FO: 1
DP HPWL: 6840 um
Cell Rows: 45
Final setup margin: 1760 ps
Most frequent cells in the layout: edfxtp_1 (155), conb_1 (48), clkbuf_16 (23), clkdlybuf4s50_1 (21), nor2_1 (20)
PD cells: 192 nW/um^2
==> metal layers <==
layer | track usage [%] | vias up
met4 | 2.77 | 0
met5 | 0 | -
li1 | - | 1603
met3 | 9.95 | 20
met1 | 19.6 | 1580
met2 | 23.5 | 172
==> Yosys cell counts, types with 3 or more instances <==
| library cell | instances | share of area (%) |
|---|---|---|
| edfxtp_1 | 155 | 73 |
| mux2i_1 | 4 | 0.63 |
| xor2_1 | 3 | 0.41 |
| o21ai_0 | 3 | 0.23 |
| nor2b_1 | 4 | 0.39 |
| a221oi_1 | 4 | 0.55 |
| nand2b_1 | 3 | 0.29 |
| nor4_1 | 12 | 1.2 |
| nor3_1 | 12 | 0.94 |
| buf_4 | 26 | 3.1 |
| nor4b_1 | 3 | 0.41 |
| nand2_1 | 15 | 0.88 |
| and2_1 | 4 | 0.39 |
| ha_1 | 16 | 3.1 |
| dfxtp_1 | 9 | 2.8 |
| nand3b_1 | 3 | 0.35 |
| a22o_1 | 11 | 1.5 |
| a222oi_1 | 5 | 0.78 |
| inv_1 | 10 | 0.59 |
| nor2_1 | 20 | 1.2 |
| a22oi_1 | 16 | 1.9 |
| nand3_1 | 15 | 1.2 |
==> state kept, by name, indices dropped and copies added (netlist names) <==
signal / flops
imu.adc_controller_8_channels.oADC_12_bit_channel_0: 12
imu.adc_controller_8_channels.adc_data: 12
imu.adc_controller_8_channels.oADC_12_bit_channel_3: 12
imu.adc_controller_8_channels.oADC_12_bit_channel_5: 12
imu.adc_controller_8_channels.oADC_12_bit_channel_7: 12
imu.adc_controller_8_channels.oADC_12_bit_channel_6: 12
imu.adc_controller_8_channels.data: 1
imu.adc_controller_8_channels.oADC_12_bit_channel_2: 12
imu.adc_controller_8_channels.m_cont: 4
imu.adc_controller_8_channels.oADC_12_bit_channel_4: 12
imu.adc_controller_8_channels.adc_counter: 32
imu.adc_controller_8_channels.cont: 4
imu.adc_controller_8_channels.oADC_12_bit_channel_1: 12
imu.adc_controller_8_channels.channel: 3
readdata: 12
==> through the flow <==
step           cell area, um^2  hold slack [ps]  util, %
3_3_place_gp              6970              452     45.2
5_1_grt                   7710              487     50.0
2_1_floorplan             6570              426        -
6_report                  7710              470     50.0
4_1_cts                   7710              474     50.0
3_5_place_dp              6970              459     45.2
==> worst min path at each step <==
stage,endpoint,slack [ps],cells after the start
finish,imu.adc_controller_8_channels.cont[0],470,1
global route,imu.adc_controller_8_channels.cont[0],490,1
CTS,imu.adc_controller_8_channels.cont[0],470,1
==> area by class of cell <==
class                      instances  area, um^2  share of cell area [%]
multi-input combinational        228        1540                    19.9
clock buffer                      28         611                    7.92
inverter                           9        33.8                   0.438
sequential                       164        4830                    62.7
clock inverter                    17         144                    1.87
timing repair buffer              32         290                    3.76
tap                              211         264                    3.42
==> report_power, final <==
| part | internal [uW] | switching, uW | leakage (uW) |
|---|---|---|---|
| Sequential | 725 | 0.325 | 0.00148 |
| Combinational | 13.7 | 19.1 | 0.000825 |
| Clock | 471 | 254 | 0.000383 |
| Total | 1210 | 273 | 0.00269 |
==> kinds of logic after synthesis <==
group           count (synthesis)  share of synthesized area, %
flops                         164                          75.6
simple gates                  104                          9.25
compound gates                 48                          5.95
buf+inv                        39                          3.85
fa+ha+maj                      16                          3.13
mux                             7                          1.51
xor+xnor                        5                         0.685
other cells                     1                        0.0586
Power and IR drop assume default switching activity.
